$ cat config.mk
export PLATFORM = sky130hd
export DESIGN_NAME = HazardUnit
export DESIGN_NICKNAME = HazardUnit
export VERILOG_FILES = /design/flow/design.v
export SDC_FILE = /design/flow/constraint.sdc
export NUM_CORES = 4
export LEC_CHECK = 1
export CORE_AREA = 10 10 70 70
export DIE_AREA = 0 0 80 80
$ cat constraint.sdc
current_design HazardUnit

set clk_period 2.3
set clk_io_pct 0.2

create_clock -name clk0 -period $clk_period

set non_clock_inputs [all_inputs -no_clocks]
set_input_delay [expr $clk_period * $clk_io_pct] -clock clk0 $non_clock_inputs
set_output_delay [expr $clk_period * $clk_io_pct] -clock clk0 [all_outputs]
$ cat design.v
`timescale 1ns / 1ps
module HazardUnit(
	IF_ID_RegisterRs_i,
	IF_ID_RegisterRt_i,
	ID_EX_MemRead_i,
	ID_EX_RegisterRs_i,
	ID_EX_RegisterRt_i,
	Branch_i,
	PCWrite_o,
	IF_IDWrite_o,
	Control_o,
	Flush_o
);
input [5-1:0] IF_ID_RegisterRs_i;
input [5-1:0] IF_ID_RegisterRt_i;
input 		  ID_EX_MemRead_i;
input		  Branch_i;
input [5-1:0] ID_EX_RegisterRs_i;
input [5-1:0] ID_EX_RegisterRt_i;
output		  PCWrite_o;
output		  IF_IDWrite_o;
output        Control_o;
output        Flush_o;
reg		  	  PCWrite_o;
reg		  	  IF_IDWrite_o;
reg		  	  Control_o;
reg		  	  Flush_o;
always @(*)begin
	if(ID_EX_MemRead_i &((ID_EX_RegisterRt_i == IF_ID_RegisterRs_i)|
	   (ID_EX_RegisterRt_i==IF_ID_RegisterRt_i)))
	begin
		PCWrite_o <= 0;
		IF_IDWrite_o <= 0;
		Control_o <= 0;
	end
	else begin
		PCWrite_o <= 1;
		IF_IDWrite_o <= 1;
		Control_o <= 1;
	end
end
always @(*)begin
	if(Branch_i)
		Flush_o <= 1;
	else
		Flush_o <= 0;
end
endmodule
$ cat run.sh
#!/bin/bash
# OpenROAD 26Q1-2900-gdf79404cd8, Yosys 0.63+post, stock flow scripts
make -C /OpenROAD-flow-scripts/flow DESIGN_CONFIG=/design/flow/config.mk WORK_HOME=/design/flow/orfs finish
==> impl_metrics.env <==
# source this file to load flow results
export IMPL_initCoreUtil_pct=4.21
export IMPL_yosys_area_top_type="xor2_1"
export IMPL_avgSynthCellArea_um2=8.46
export IMPL_setup_viol=0
export IMPL_grt_pass1_vias=231
export IMPL_synth_area_um2=144
export IMPL_dieArea_um2=6400
export IMPL_cpPeakStageDelay_ns=0.42
export IMPL_pin_count=26
export IMPL_fin_crit_sh_pct=97.4
export IMPL_drt_total_wl_um=809
export IMPL_dieWidth_um=80
export IMPL_slowest_stage="clkdlybuf4s50_1"
export IMPL_path_buffers=3
export IMPL_drv_cap=0
export IMPL_portBuffers=19
export IMPL_worstPathMaxFanout=2
export IMPL_rsz0062_at_grt="false"
export IMPL_drtIter0Drc=1
export IMPL_yosysMostFrequentCell="xor2_1"
export IMPL_min_path_type="in2out"
export IMPL_power_switching_share_pct=38.8
export IMPL_ys_cells=17
export IMPL_num_clock_buffers=0
export IMPL_p_seq_share_pct=0
export IMPL_finalHoldViolations=0
export IMPL_area_leaders="xor2_1, buf_4, xnor2_1, nor4_2, a32oi_1"
export IMPL_maxSlewViolCount=0
export IMPL_yosysTopAreaCellShare_pct=48.7
export IMPL_post_route_drc_count=0
export IMPL_hold_depth=0
export IMPL_status="complete, no violations"
export IMPL_p_leak_nw=0.158
export IMPL_critPathTopFamily="buffers and inverters"
export IMPL_warnings=40
export IMPL_drive_gt1_share_pct=20.0
export IMPL_synthToLayoutAreaGrowth_pct=183
export IMPL_n_fill_cell=401
export IMPL_die_y_um=80
export IMPL_wl_per_cell_um=9.87
export IMPL_p_sw_mw=0.0206
export IMPL_synth_cells=17
export IMPL_post_place_ws_ns=-0.326
export IMPL_post_route_min_period_ns=2.24
export IMPL_ys_area_um2=144
export IMPL_ir_worst_vdd_mv=0.0299
export IMPL_register_area_um2=0
export IMPL_crit_chain="clkdlybuf4s50_1 > xor2_1 > nor4_2 > a32oi_2 > buf_4 > dlygate4sd2_1"
export IMPL_tightest_slew_ns=0.244
export IMPL_firstDrtPassIters=2
export IMPL_endpoint_kind="output pin"
export IMPL_ys_types=7
export IMPL_flop_count=0
export IMPL_vias=187
export IMPL_crit_type="in2out"
export IMPL_yosysWarnings=1
export IMPL_cp_start_kind="input port"
export IMPL_required_ns=1.84
export IMPL_slew_headroom_pct=83.6
export IMPL_p_int_mw=0.0325
export IMPL_ant_nets=0
export IMPL_worstHoldStart="Branch_i"
export IMPL_grt_antenna_before_repair=1
export IMPL_clkPwrFrac_pct=0
export IMPL_fmaxAchievable_mhz=446
export IMPL_viasPerCell=2.28
export IMPL_yosys_top_cells_count="xor2_1, buf_4, xnor2_1"
export IMPL_grt_usage_pct=2.54
export IMPL_grt_max_degree=3
export IMPL_rows=21
export IMPL_finish_instance_area_um2=407
export IMPL_setup_slack_ns=0.0595
export IMPL_cellPowerDensity_nw_per_um2=131
export IMPL_worst_hold_path_endpoint="Flush_o"
export IMPL_holdWs_ns=0.920
export IMPL_hpwl_um=751
export IMPL_p_comb_share_pct=100.0
export IMPL_core_um2=3420
export IMPL_gp_congestion=0.695
export IMPL_cts_hold_buffers_added=0
export IMPL_grt_overflow=0
export IMPL_postSynthSeqShare_pct=0
export IMPL_grt_pass1_wl_um=1240
export IMPL_arrival_ns=1.78
export IMPL_dpl_instance_area_um2=369
## cells by family (layout without fill, tap and decap cells)
group / Yosys count / count (layout) / synth area share (%)
buffers and inverters: 3 / 21 / 15.7
xor gates and xnor gates: 10 / 10 / 60.9
other: 0 / 1 / 0
and+or+nand+nor: 3 / 3 / 17.4
AOI/OAI and AO/OA: 1 / 1 / 6.09
## per-stage QoR
stage                     total power, mW  utilization, %  instances  TNS (ns)
after floorplan                    0.0181               -         17         0
after global placement             0.0527            10.8         79    -0.869
after detailed placement           0.0537            10.8         79    -0.951
after CTS                          0.0516            11.2         81         0
after global routing               0.0588            11.9         82         0
final                              0.0531            11.9         82         0
## timing repair
action,4_1_cts,5_1_grt
setup buffers,2,0
resized,14,5
pin swaps,6,3
endpoints found under the setup margin,3,3
## metal layers
| metal | wire [um] | track usage [%] | vias to the layer above | part of all wire, % |
|---|---|---|---|---|
| li1 | - | - | 90 | - |
| met5 | 0 | 0 | - | 0 |
| met4 | 0 | 0 | 0 | 0 |
| met3 | 143 | 2.05 | 0 | 18 |
| met1 | 295 | 2.71 | 84 | 36 |
| met2 | 369 | 4.09 | 13 | 46 |
## area by class of cell
type	instances	area (um2)	area share [%]
antenna	1	2.50	0.615
multi-input combinational	14	150	36.9
tap	46	57.6	14.2
timing repair buffer	21	196	48.3
## power by group through the flow
stage                 clock network [mW]  registers [mW]  logic [mW]
after global routing        0.0000000581               0      0.0588
final                       0.0000000581               0      0.0531
after CTS                              0               0      0.0516
## worst max path at each step
stage / from / end / slack [ns] / cells past startpoint
after CTS: IF_ID_RegisterRt_i[3] / Control_o / 0.00008 / 6
after global routing: IF_ID_RegisterRs_i[1] / Control_o / 0.001 / 6
final: IF_ID_RegisterRs_i[1] / Control_o / 0.06 / 6
## cell usage in the layout (no fill, tap or decap)
cell	n
xor2_1	6
dlymetal6s2s_1	2
dlygate4sd2_1	11
clkdlybuf4s50_1	5
diode_2	1
xnor2_1	2
nor4_2	2
a32oi_2	1
and2_0	1
buf_4	2
clkdlybuf4s15_1	1
xor2_2	2
Power is estimated from default activity; no workload was simulated.
